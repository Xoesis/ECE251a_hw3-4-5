`./run.sh`:
```
#!/bin/bash
# OpenROAD 26Q1-2900-gdf79404cd8, Yosys 0.63+post, stock flow scripts
make -C /OpenROAD-flow-scripts/flow DESIGN_CONFIG=/design/flow/config.mk WORK_HOME=/design/flow/orfs finish
```
`./config.mk`:
```
export PLATFORM = sky130hd
export DESIGN_NAME = alu
export DESIGN_NICKNAME = alu
export VERILOG_FILES = /design/flow/design.v
export SDC_FILE = /design/flow/constraint.sdc
export NUM_CORES = 4
export LEC_CHECK = 1
export CORE_UTILIZATION = 30
```
`./constraint.sdc`:
```
current_design alu

set clk_period 26.9
set clk_io_pct 0.2

create_clock -name clk0 -period $clk_period

set non_clock_inputs [all_inputs -no_clocks]
set_input_delay [expr $clk_period * $clk_io_pct] -clock clk0 $non_clock_inputs
set_output_delay [expr $clk_period * $clk_io_pct] -clock clk0 [all_outputs]
```
`./design.v`:
```
module alu(inputA, inputB, opcode, result, signed_result, carryout);
    parameter DATA_WIDTH = 8;
    input logic [DATA_WIDTH-1:0] inputA;
    input logic [DATA_WIDTH-1:0] inputB;
    input logic [3:0] opcode;
    output logic [DATA_WIDTH-1:0] result;
    output logic signed [DATA_WIDTH-1:0] signed_result;
    output logic carryout;
    logic [DATA_WIDTH:0] sum;
    assign sum = inputA + inputB;
    always @(*)begin
        case (opcode)
            4'b0000:begin 
                        result = sum;  
                        signed_result = $signed(sum);
                    end
            4'b0001:begin 
                        result = inputA - inputB;  
                        signed_result = $signed(result);
                    end
            4'b0010:begin
                        result = inputA * inputB;  
                        signed_result = $signed(result);
                    end
            4'b0011:begin 
                        result = inputA / inputB;  
                        signed_result = $signed(result);
                    end
            4'b0100:begin
                        result = inputA & inputB;  
                        signed_result = $signed(result);
                    end
            4'b0101:begin 
                        result = inputA | inputB;  
                        signed_result = $signed(result);
                    end
            4'b0110:begin
                        result = ~inputA;  
                        signed_result = $signed(result);
                    end
            4'b0111:begin
                        result = inputA << inputB;  
                        signed_result = inputA <<< inputB;
                    end
            4'b1000:begin
                        result = inputA >> inputB;  
                        signed_result = inputA >>> inputB;
                    end
            default: result = 0;
        endcase
    end
    assign carryout = sum[DATA_WIDTH] != 0;
endmodule
```
==> flow_summary.toml <==
# physical design summary
[hold_path]
hold_end = "result[0]"
hp-start = "opcode[0]"
hold_class = "in -> out"
holdPathStages = 6

[finish]
largest_reg_flops = 8
fillCellCount = 1482
synthToLayoutAreaGrowth_pct = 13.2
drive_above_1_share_pct = 6.05
seq_area_um2 = 120
final_area_mm2 = 0.00483
comb_area_mm2 = 0.00385

[die]
die_y_um = 121
die_w_um = 121
core_region_area_mm2 = 0.0139
num_rows = 43
chipArea_mm2 = 0.0147
initCoreUtil_pct = 30.8
pin_count = 37

[sta]
slew_violations = 0
fmax_ghz = 0.0429
fin_ws_ns = 3.61
min_period_ns = 23.29
hold_violations = 0
tightest_slew_ns = 0.730
maxSlewHeadroom_pct = 51.2
fin_hold_ws_ns = 12.18
grt_setup_unrepaired = "no"
finalSetupViolCount = 0
unclocked_pins = 8
setup_tns_ns = 0
untimed_endpoints = 16
period_used_pct = 86.6

[setup_path]
crit_top_cell = "ha_1"
path_delay_family = "AND-OR/OR-AND gates"
slowest_delay_ns = 0.74
worstSetupStartpointType = "primary input"
crit_fanout = 11
endpoint_kind = "primary output"
slowest_stage = "or4_4"
cp.arrival_ns = 17.91
crit_required_ns = 21.52
crit_type = "in -> out"
path_buffers = 2

[logic_synthesis]
synthDistinctLibCells = 71
edf_count = 0
synth_top_area_share_pct = 22.9
syn_area_per_cell_um2 = 7.43
syn_area_mm2 = 0.00427
ys_cells = 575
async_flop_share_pct = 0
topCellsByArea = "ha_1 23%, fa_1 6.6%, nor2_1 5.1%, a21oi_1 4.6%, inv_1 4.4%"
ff_type = "dlxtn_1"
synth_area_leader_cell = "ha_1"
synth_flops = 8
yosys.stat.chipArea_mm2 = 0.00427
yosysWarnings = 1
syn_inst = 575

[power]
vdd_drop_max_mv = 0.0113
combPwrFrac_pct = 98.2
p_per_area_mw_per_mm2 = 25.5
total_power_uw = 123
p_int_uw = 56.7
switching_power_uw = 66.4
switching_share_pct = 53.9
power_frac_seq_pct = 1.8
power.leakage_nw = 2.20
clockPowerShare_pct = 0

[route]
wl_met1_mm = 6.84
first_iter_violations = 387
wl_per_cell_um = 18.9
met2_length_mm = 6.58
num_vias = 4293
drtPass1Iterations = 5
top_layer = "met4"
drcViolationCount = 0
wl_met3_um = 987
wl_mm = 14.6
num_antenna_cells = 0
vias_per_cell = 5.54
ant_nets = 0

[placement]
io_buffers = 37
placed_cell_area_mm2 = 0.00483
hpwl_mm = 11.5
gp_congestion = 0.967
post-place-ws_ns = 3.72

[global_route]
grt_util_all_layers_pct = 20.8
gr-total-overflow = 0
grt_first_pass_wirelength_mm = 23.1
grt_pass1_vias = 4152
grt_max_degree = 29
grt_antenna_before_repair = 0

[status]
status = "completed"

[clocking]
cts-resized-gates = 0
cts_hold_buffers = 0
postCtsSetupRepairBufs = 0

[job]
max_cap_violations = 0
tool_warnings = 51
## cell families after synthesis
| group | share of synthesized area, % |
|---|---|
| latches | 2.81 |
| mux | 8.15 |
| compound gates | 24.8 |
| buf+inv | 7.03 |
| simple gates | 19.5 |
| fa+ha+maj | 29.4 |
| xor+xnor | 8.23 |
## metal layers
layer / track usage, % / vias up
li1: - / 2119
met1: 29.8 / 2034
met2: 32.6 / 124
met3: 4.41 / 16
met4: 3.16 / 0
met5: 0 / -
## cells in the final DEF, fill, tap and decap left out, types with 9 or more instances in the layout
cell type,synthesis,layout
a21o_1,12,12
a21oi_1,39,39
buf_4,0,10
clkdlybuf4s50_1,0,37
fa_1,14,14
ha_1,78,78
inv_1,50,50
mux2_2,10,10
mux2i_1,13,13
nand2_1,48,48
nand2b_1,9,9
nor2_1,58,58
nor3_1,14,14
o21ai_0,36,36
xnor2_1,20,20
xor2_1,15,15
## synth_stat cells (3+ instances only)
master,n
xor2_1,15
buf_1,4
o21bai_1,3
a211oi_1,4
o21a_1,5
a41oi_1,3
dlxtn_1,8
nand3_1,8
mux2i_1,13
a22oi_1,4
xnor2_1,20
nand2_1,48
o31ai_1,3
o211ai_1,5
mux2_2,10
a21oi_1,39
a21o_1,12
nor3_1,14
clkbuf_1,22
nand3b_1,3
nand2b_1,9
fa_1,14
nor4_1,3
o22ai_1,8
nand4_1,3
nor2b_1,8
mux4_2,4
o21ai_0,36
ha_1,78
nor2_1,58
or3_1,4
a31oi_1,5
a311oi_1,3
inv_1,50
## tightest hold or removal path: stages
cell	delay [ns]
clkdlybuf4s50_1	0.46
buf_4	0.27
nor4_1	0.16
nand2_1	0.09
nand2_1	0.05
clkdlybuf4s50_1	0.39
## worst max-delay path by stage
stage	start	end	depth (start not counted)
5_1_grt	inputB[6]	result[0]	47
4_1_cts	inputB[5]	result[0]	47
6_report	inputB[5]	result[0]	47
## area by class of cell
| type | instances | share of cell area (%) |
|---|---|---|
| Timing Repair Buffer | 47 | 9.22 |
| Sequential cell | 8 | 2.49 |
| Inverter | 51 | 3.96 |
| Multi-Input combinational cell | 489 | 79.7 |
| Tap cell | 180 | 4.66 |
## stage by stage
step	util (%)	instances
2_1_floorplan	-	575
3_3_place_gp	34.8	775
3_5_place_dp	34.8	775
4_1_cts	34.8	775
5_1_grt	34.8	775
6_report	34.8	775
## power groups by stage
stage / sequential, mW / clock [mW] / combinational, mW
CTS: 0.00226 / 0 / 0.121
global route: 0.00233 / 0 / 0.134
finish: 0.00222 / 0 / 0.121
Power is estimated from default activity; no workload was simulated.
